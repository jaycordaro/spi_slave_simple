==> design.v <==
module spi_slave
		#(
			parameter int pktsz = 16,   
			parameter int header = 8,   
			parameter int payload = 8,  
			parameter int addrsz = 7    
		)
	   (input logic clk,      
		input logic reset_n,  
		input logic SCLK,
		input logic SSB,
		input logic MOSI,
		output logic MISO,
		input  logic [payload-1:0] tx_d, 		 
		input  logic tx_en,				    	 
		output logic [addrsz-1:0] reg_addr,  	 
		output logic addr_dv,
		output logic [payload-1:0] rx_d, 	 
		output logic rxdv,           		 
		output logic rw_out			 
		);            
logic [2:0] sync_sclk;
logic [2:0] sync_ss;
logic [1:0] sync_mosi;
logic [1:0] sync_tx_en;
logic [$clog2(pktsz):0] bitcnt;
logic rw;
logic mosi;
logic sclk;
logic ssb;
assign mosi = MOSI;
assign sclk = SCLK;
assign ssb = SSB;
always_ff @ (posedge clk or negedge reset_n)
    begin
        if (~reset_n)
            begin
                sync_sclk <= 3'b000;
                sync_ss   <= 3'b111;
                sync_mosi <= 2'b00;
				sync_tx_en<= 2'b00;
            end
        else
            begin
                sync_sclk <= {sync_sclk[1:0], sclk};
                sync_ss   <= {sync_ss[1:0], ssb};
                sync_mosi <= {sync_mosi[0], mosi};
				sync_tx_en<= {sync_tx_en[0], tx_en};
            end
    end
logic sync_sclk_re; 
logic sync_sclk_fe;
logic tx_en_re;
logic spi_start; 
logic spi_end; 
logic spi_active;
logic d_i;
logic [payload-1:0] d_o;
assign sync_sclk_fe = (sync_sclk[2:1]==2'b10) ? 1'b1 : 1'b0;  	 
assign sync_sclk_re = (sync_sclk[2:1]==2'b01) ? 1'b1 : 1'b0;  	 
assign spi_start = (sync_ss[2:1]==2'b10) ? 1'b1 : 1'b0;          
assign spi_end   =   (sync_ss[2:1]==2'b01) ? 1'b1 : 1'b0;        
assign spi_active = ~sync_ss[1];
assign tx_en_re = (sync_tx_en==2'b01) ? 1'b1 : 1'b0;			 
assign d_i = sync_mosi[1];
always_ff @(posedge clk, negedge reset_n)
begin
	if (~reset_n)
		bitcnt <= 0;
	else if (spi_start)
		bitcnt <= 0;
	else if (spi_active && sync_sclk_re)
		bitcnt <= bitcnt + 1;
end
always_ff @(posedge clk, negedge reset_n)
begin
	if (~reset_n)
		rw <= 1'b0;
	else if (spi_start || spi_end)
		rw <= 1'b0;
	else if (spi_active && sync_sclk_re && bitcnt == 1'b0)
		rw <= d_i;
end
always_ff @(posedge clk, negedge reset_n)
begin
	if (~reset_n )
		reg_addr <= 0;
	else if (spi_start)
		reg_addr <= 0;
	else if (spi_active && sync_sclk_re && bitcnt > 0 && bitcnt <= addrsz)
		reg_addr <= {reg_addr[addrsz-2:0], d_i };
end
always_ff @(posedge clk, negedge reset_n)
begin
	if (~reset_n)
		begin
			d_o <= 0;
		end
	else if (tx_en_re)
		begin 
			d_o <= tx_d;
		end
	else if (spi_active && sync_sclk_re && tx_en)
		begin
			d_o <= {d_o[payload-2:0], 1'b0};
		end
	else if (~tx_en)
			d_o <= 0;
end
always_ff @(posedge clk, negedge reset_n)
begin
	if (~reset_n)
		rx_d <= 0;
	else if (spi_start)
		rx_d <= 0;
	else if (spi_active && sync_sclk_re && bitcnt > header - 1 && ~rw)
		rx_d <= {rx_d[payload-2:0], d_i};
end
assign MISO = (bitcnt > header - 1  && rw) ? d_o[7] : 1'b0;
always_ff @(posedge clk, negedge reset_n)
begin
	if (~reset_n )
		addr_dv <= 1'b0;
	else if (spi_start || spi_end)
		addr_dv <= 1'b0;
	else if (bitcnt > header - 2)
		addr_dv <= 1'b1;
end
always_ff @(posedge clk, negedge reset_n)
begin
	if (~reset_n )
		rxdv <= 1'b0;
	else if (spi_start || spi_end)
		rxdv <= 1'b0;
	else if (bitcnt == pktsz -1 && sync_sclk_re  && ~rw)
		rxdv <= 1'b1;
end
assign txdv = (bitcnt == pktsz -1 && rw == 1) ? 1'b1 : 1'b0;
assign rw_out = rw;
endmodule : spi_slave
==> run.sh <==
#!/bin/bash
# OpenROAD 26Q1-2900-gdf79404cd8, Yosys 0.63+post, stock flow scripts
make -C /OpenROAD-flow-scripts/flow DESIGN_CONFIG=/design/flow/config.mk WORK_HOME=/design/flow/orfs finish
==> config.mk <==
export PLATFORM = sky130hd
export DESIGN_NAME = spi_slave
export DESIGN_NICKNAME = spi_slave
export VERILOG_FILES = /design/flow/design.v
export SDC_FILE = /design/flow/constraint.sdc
export NUM_CORES = 4
export LEC_CHECK = 1
export CORE_UTILIZATION = 40
==> constraint.sdc <==
current_design spi_slave

set clk_period 4.7
set clk_io_pct 0.2

create_clock -name clk0 -period $clk_period [get_ports {clk}]

set non_clock_inputs [all_inputs -no_clocks]
set_input_delay [expr $clk_period * $clk_io_pct] -clock clk0 $non_clock_inputs
set_output_delay [expr $clk_period * $clk_io_pct] -clock clk0 [all_outputs]
==> qor.yml <==
run_status:
  status: "completed"
cts:
  cts.path.max_buffers: 2
  h-tree-depth: 2
  clock_latency_ns: 0.29
  hold_buffers: 0
  clk_pin_slew_ns: 0.08
  cts_buffers: 5
  clock-root-buffer: "clkbuf_8"
  cts_sinks: 41
  cts_tree: "built"
  cts_resized: 0
  post-cts-setup-buffer-count: 0
layout:
  drive_gt1_frac: 0.0765
  final_util: 0.542
  final_cell_mix: "38 x dfrtp_1, 31 x clkdlybuf4s50_1, 22 x mux2i_1"
  fin_area_um2: 2250
  syn2layout_area_growth_pct: 25.7
  lay_top_count: "dfrtp_1"
sta:
  clock_skew_ns: 0.00550
  whs_ns: 0.344
  slew_headroom: 0.549
  fmax_mhz: 354
  finalClockPeriodUsage: 0.601
  setup_ws_ns: 1.88
  tns_ns: 0
  tightest_slew_ns: 0.677
  hold_viol_final: 0
  drv_slew: 0
  fin_crit_ns: 2.82
  rsz0062_at_grt: "false"
  setup_viol: 0
flow_run:
  drv_cap: 0
  warning_count: 27
route:
  first_pass_iters: 4
  num_vias: 1167
  avgRoutedWirePerCell_um: 13.1
  wirelength_um: 3050
  drtAntennaViolNets: 0
  drc: 0
  antenna_cells: 0
  viasPerCell: 5.01
  drt_iter0_drc: 55
worst_setup_path:
  critical_path_arrival_ns: 1.88
  cp-end-kind: "output pin"
  timing.rr.end: "rx_d[7]"
  crit_type: "flip-flop to output pin"
  cpPeakStageDelay_ns: 0.46
  path_max_fanout: 7
  worstSetupStartpointType: "flip-flop"
  critPathBufInv: 1
  worstPathCellList: "ha_1 > and4b_1 > o311a_1 > clkdlybuf4s50_1"
  cp_data_required_time_ns: 3.76
  crit_slowest_cell: "clkdlybuf4s50_1"
  cp_top_family: "buffers and inverters"
  r2r_cells: 4
  r2r_start: "bitcnt[1]"
  rrSetupSlack_ns: 2.94
floorplanning:
  dieArea_um2: 4740
  die_h_um: 68.9
  coreArea_um2: 4140
  row_count: 23
  io_pins: 33
  fp_util: 0.431
  die_x_um: 68.9
power:
  p_int_w: 0.000555
  irDropWorstVdd_uv: 145
  p_switching_w: 0.000153
  switching_share: 0.216
  power_density_nw_per_um2: 315
  power_leakage_nw: 0.978
  seq_power_share: 0.535
  clockPowerShare: 0.379
  combinationalPowerShare: 0.086
yosys:
  yosysTopAreaCell: "dfrtp_1"
  mux_share: 0.123
  syn_avg_cell_area_um2: 12.0
  yosys_cells: 149
  ys_sh_simple: 0.164
  synth.area.top_cells: "dfrtp_1 53%, mux2i_1 12%, nand2b_1 5.9%"
  yosysTopAreaCellShare: 0.532
  syn_area_um2: 1790
  ys_sh_adder: 0.0350
  aoi_share: 0.0658
  netlist-cell-type-count: 31
  xor_share: 0.00490
  logic_family: "simple AND/OR/NAND/NOR gates"
  syn_inst: 149
  ys_seq_frac: 0.576
  ys_ff: 41
  synth_warnings: 2
  yosys_area_um2: 1790
grt:
  grt_remaining_overflow: 0
  grt_pass1_wl_um: 5270
  grt_max_degree: 42
  grt_pass1_vias: 1159
  grt_antenna_before_repair: 0
  grtUsageTotal: 0.154
placement:
  placed_cell_area_um2: 2140
  port_buffers: 32
  dp_slack_ns: 2.19
  dp_hpwl_um: 2090
  gp_congestion: 0.848
min_path:
  worstHoldPathCells: 0
  hold_class: "flip-flop to flip-flop"
  holdPathEnd: "sync_mosi[1]"
  hold_start: "sync_mosi[0]"
-- synthesized netlist by cell type --
library cell	count
xnor2_1	1
or4b_4	1
o311a_1	1
a21boi_0	1
ha_1	5
mux2i_1	22
nand3_1	2
nand2_1	13
and3_1	1
a211oi_1	1
o21a_1	1
nor4bb_1	2
o41a_1	1
inv_1	5
nand2b_1	17
nor4b_1	1
nand4b_1	1
nor3b_1	1
buf_2	3
dfstp_2	3
buf_6	1
clkbuf_1	3
nor2_1	4
or3b_1	1
a21oi_1	3
or3_1	2
nor2b_1	1
dfrtp_1	38
o31a_1	1
o21ai_0	10
and4b_1	2
-- final cells by class --
cell class	instances	area, um2
Fill cell	350	1900
Sequential cell	41	1030
Multi-Input combinational cell	96	702
Timing Repair Buffer	34	330
Clock buffer	5	68.8
Tap cell	50	62.6
Clock inverter	2	35.0
Inverter	5	18.8
-- registers in the layout, indices dropped and copies added (netlist names) --
name        flops
d_o             8
rx_d            8
reg_addr        7
bitcnt          5
sync_sclk       3
sync_ss         3
sync_mosi       2
sync_tx_en      2
addr_dv         1
rw              1
rxdv            1
-- routing by layer --
metal  wire, um  up-vias  track usage  part of all wire
met5          0        -            0                 0
met4         62        0       0.0306             0.020
met3        119        6       0.0267             0.039
met2       1400       31        0.248              0.46
met1       1470      547        0.229              0.48
li1           -      583            -                 -
-- cells by family (layout without fill, tap and decap cells) --
kind of cell | after synthesis | after routing
DFF | 41 | 41
adders and majority gates | 5 | 5
xor gates and xnor gates | 1 | 1
AOI/OAI and AO/OA | 19 | 19
buffers and inverters | 12 | 46
and+or+nand+nor | 49 | 49
muxes | 22 | 22
-- worst max path at each step --
stage | cells past startpoint | slack, ns | from | to
4_1_cts | 4 | 1.86 | bitcnt[1] | MISO
5_1_grt | 4 | 1.78 | bitcnt[1] | MISO
6_report | 4 | 1.88 | bitcnt[1] | MISO
-- worst reg2reg max path: cells and delay by family (launching register included) --
kind	cells	cell delay (ns)
adders and majority gates	1	0.23
muxes	1	0.25
AOI/OAI and AO/OA	1	0.46
DFF	1	0.45
and+or+nand+nor	1	0.30
-- per-stage QoR --
step	instances	power (W)
5_1_grt	233	0.000743
3_5_place_dp	226	0.000448
4_1_cts	233	0.000717
3_3_place_gp	226	0.000446
6_report	233	0.000708
2_1_floorplan	149	0.000416
-- power by group through the flow --
| stage | Clock (W) | Combinational [W] | Sequential [W] |
|---|---|---|---|
| global route | 0.000291 | 0.0000696 | 0.000382 |
| finish | 0.000268 | 0.0000610 | 0.000379 |
| CTS | 0.000276 | 0.0000623 | 0.000379 |
Power figures rest on the tool's default switching activity, not on a simulated workload.
